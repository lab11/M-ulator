===== ./config.mk =====
export PLATFORM = sky130hd
export DESIGN_NAME = debounce_ms
export DESIGN_NICKNAME = debounce_ms
export VERILOG_FILES = /design/flow/design.v
export SDC_FILE = /design/flow/constraint.sdc
export NUM_CORES = 4
export LEC_CHECK = 1
export CORE_AREA = 10 10 70 70
export DIE_AREA = 0 0 80 80

===== ./constraint.sdc =====
current_design debounce_ms

set clk_period 1.0
set clk_io_pct 0.2

create_clock -name clk0 -period $clk_period [get_ports {clk_in}]

set non_clock_inputs [all_inputs -no_clocks]
set_input_delay [expr $clk_period * $clk_io_pct] -clock clk0 $non_clock_inputs
set_output_delay [expr $clk_period * $clk_io_pct] -clock clk0 [all_outputs]

===== ./design.v =====
module debounce_ms(
  input wire clk_in,
  input wire db_in,
  output reg db_out
);
reg [15:0] db_shift;
always @(posedge clk_in) begin
  db_shift <= {db_shift[14:0],db_in};
  db_out <= db_shift[15] & db_shift[14] & db_shift[13] & db_shift[12] & db_shift[11]; 
end
endmodule

===== ./run.sh =====
#!/bin/bash
# OpenROAD 26Q1-2900-gdf79404cd8, Yosys 0.63+post, stock flow scripts
make -C /OpenROAD-flow-scripts/flow DESIGN_CONFIG=/design/flow/config.mk WORK_HOME=/design/flow/orfs finish

==> deck_impl_summary.md <==
Implementation Results

Run status
  – Status: finished, final reports clean

Timing
  – Period utilisation layout: 0.945
  – Final setup margin: 0.0550 ns
  – Fin crit period: 0.945 ns
  – Fmax achieved: 1.06 GHz
  – Setup TNS: 0 ns
  – Worst Skew: 0.00146 ns
  – Setup violators final: 0
  – RSZ-0062 raised after global routing: false
  – Final Hold Violation Tally: 0
  – Max Transition Viols Final: 0
  – Slew HR: 0.949
  – Slew at the pin with the worst max-slew slack: 0.0760 ns
  – Worst hold slack: 0.331 ns

Critical path
  – Worst setup SP type: flop
  – Kind of critical path: reg -> out
  – Worst EP required: 0.80 ns
  – Arrival time at the worst endpoint: 0.75 ns
  – Buffer and inverter count on the worst path: 1
  – Critical Path Fanout Max: 1
  – CP max stage delay: 0.31 ns
  – CP top delay family: flip-flops
  – CP max stage cell: dfxtp_1
  – CP cell instances: clkdlybuf4s15_1
  – Worst setup EP type: primary output

Floorplanning
  – CORE AREA: 3420 sq um
  – Die span in y: 80 microns
  – Die area: 6400 sq um
  – Init Core Util: 0.103
  – Die width: 80 microns
  – FP Rows: 21
  – Top Ports: 3

Global routing
  – GRT Total Usage: 0.0124
  – Grt ovf: 0
  – First-pass GRT wire length: 565 microns
  – Number of global-route vias before repair: 130
  – Antenna violations before repair: 0
  – Pin count of the biggest net entering global routing: 10

Power
  – Total power: 1.05 mW
  – Power Dens Cells: 2310 nW/um^2
  – Maximum VDD drop: 0.00109 V
  – Pleak: 0.171 nW

Clock tree
  – CTS clk-pin slew, worst paths: 0.08 ns
  – Max clock buf depth: 2
  – Max H-tree Level: 1
  – TritonCTS buffer count: 3
  – Root buffer cell: clkbuf_4
  – CTS tree: built
  – Hold Buf Count CTS: 0
  – Sink Count: 17
  – Latency at later pin: 0.27 ns

Finish
  – Fraction of layout cells with a size suffix above 1: 0.115
  – FILL cells: 390
  – Gate Area: 12.5 sq um
  – P&R area growth vs syn: 29.4%
  – Flop area: 340 sq um
  – Cell area after layout: 457 sq um

Drt
  – Starting DRT DRC Count: 6
  – Antenna cells: 0
  – Avg WL per Cell: 4.25 microns
  – Routed vias: 133
  – Final ANT Viol Nets: 0
  – Routed WL: 306 microns
  – Drt drc: 0
  – Via-to-Cell Ratio: 1.85
  – DRT Pass-1 Iters: 3

Synth
  – # Cells Yosys: 20
  – Synth Cell Area: 353 sq um
  – Chip Area, Yosys: 353 sq um
  – Syn_area_per_cell: 17.6 sq um
  – Syn Inst Count: 20
  – Ys Warns: 1
  – Register share after synthesis: 0.965
  – Cell variety after synth: 4
  – Register bit total from synthesis: 17

Placed design
  – Pre-CTS WS: 0.0528 ns
  – DP Area: 430 sq um
  – Routability Congestion: 0.560
  – Buffers on Ports: 2

Flow run
  – Max_cap viols: 0
  – OpenROAD warning count: 25

Hold path
  – Hold crit path type: reg -> reg
repair_timing:
item	4_1_cts	5_1_grt
setup endpoints to repair	1	0
buffers inserted	0	0
gates resized	2	0
cell families (layout without fill, tap and decap cells):
family	Yosys count	after routing	share of synthesized area
flops	17	17	0.965
simple gates	3	3	0.0354
buf+inv	0	6	0
registers in the layout, indices dropped and copies added, names as in the netlist:
name / count
db_out: 1
db_shift: 16
path summary, 6_finish.rpt:
kind | startpoint | endpoint | slack (ns) | cells past startpoint
setup / recovery | db_out$_DFF_P_ | db_out | 0.05 | 1
hold / removal | db_shift[5]$_DFF_P_ | db_shift[6]$_DFF_P_ | 0.33 | 0
setup reg to reg | db_shift[14]$_DFF_P_ | db_out$_DFF_P_ | 0.45 | 2
hold reg to reg | db_shift[5]$_DFF_P_ | db_shift[6]$_DFF_P_ | 0.33 | 0
cells in the final DEF (no fill, tap or decap):
master | synthesis | layout
clkdlybuf4s15_1 | 0 | 1
dfxtp_1 | 17 | 17
clkbuf_4 | 0 | 3
clkbuf_1 | 0 | 1
clkdlybuf4s50_1 | 0 | 1
nand2_1 | 1 | 1
nor2_1 | 1 | 1
nand3_1 | 1 | 1
worst reg2reg max path: cells and delay by family, from the launching register on:
family | cells | cell delay (ns)
simple gates | 2 | 0.15
flops | 1 | 0.33
layout make-up:
type / instances / area share
tap: 46 / 0.126
sequential: 17 / 0.745
clock buffer: 4 / 0.0575
timing repair buffer: 2 / 0.0438
multi-input combinational: 3 / 0.0274
synth_stat cells:
cell type  count  area share
nor2_1         1       0.011
nand3_1        1       0.014
dfxtp_1       17        0.96
nand2_1        1       0.011
where the power goes:
part	switching [mW]	total, mW	internal (mW)
logic	0.00135	0.00650	0.00515
registers	0.00871	0.720	0.711
clock network	0.173	0.327	0.154
through the flow:
| step | cells | util |
|---|---|---|
| after floorplan | 20 | - |
| after global placement | 68 | 0.126 |
| after detailed placement | 68 | 0.126 |
| after CTS | 72 | 0.134 |
| after global routing | 72 | 0.134 |
| final | 72 | 0.134 |
per-layer routing:
layer / routed length (microns) / vias up / track usage
met3: 72 / 0 / 0.0205
met5: 0 / - / 0
met2: 79 / 6 / 0.0112
met1: 154 / 54 / 0.0136
li1: - / 73 / -
met4: 0 / 0 / 0.00176
Power figures rest on the tool's default switching activity, not on a simulated workload.
